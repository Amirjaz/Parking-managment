$ cat design.v
module parking_management_system (
    input wire clk,
    input wire reset,
    input wire car_entered,
    input wire car_exited,
    input wire is_uni_car_entered,
    input wire is_uni_car_exited,
    output reg [9:0] uni_parked_car,  
    output reg [9:0] parked_car,  
    output reg [9:0] uni_vacated_space,  
    output reg [9:0] vacated_space,  
    output reg uni_is_vacated_space,  
    output reg is_vacated_space  
);
    parameter MAX_PARKING_SPACE = 700;  
    parameter MAX_UNI_SPACE = 500;  
    parameter CLK_FREQ = 100_000_000;  
    parameter NON_UNI_BASE_SPACE = 200;  
    reg [31:0] elapsed_time_cycles;
    reg [9:0] non_uni_space;
    reg [3:0] time_threshold;
    always @(posedge clk or posedge reset) begin
        if (reset) begin
            elapsed_time_cycles <= 0;
            time_threshold <= 0;
            uni_parked_car <= 0;
            parked_car <= 0;
            uni_vacated_space <= MAX_UNI_SPACE;
            vacated_space <= NON_UNI_BASE_SPACE;
            non_uni_space <= NON_UNI_BASE_SPACE;
            uni_is_vacated_space <= 1;
            is_vacated_space <= 1;
        end else begin
            elapsed_time_cycles <= elapsed_time_cycles + 1;
            if (elapsed_time_cycles >= CLK_FREQ * 300 * 60) begin
                time_threshold <= 4;
            end else if (elapsed_time_cycles >= CLK_FREQ * 240 * 60) begin
                time_threshold <= 3;
            end else if (elapsed_time_cycles >= CLK_FREQ * 180 * 60) begin
                time_threshold <= 2;
            end else if (elapsed_time_cycles >= CLK_FREQ * 120 * 60) begin
                time_threshold <= 1;
            end else begin
                time_threshold <= 0;
            end
            if (time_threshold == 0) begin
                non_uni_space <= NON_UNI_BASE_SPACE;
            end else if (time_threshold == 1) begin
                non_uni_space <= 250;
            end else if (time_threshold == 2) begin
                non_uni_space <= 300;
            end else if (time_threshold == 3) begin
                non_uni_space <= 350;
            end else if (time_threshold == 4) begin
                non_uni_space <= MAX_UNI_SPACE;
            end
            if (car_entered && is_uni_car_entered) begin
                if (uni_parked_car < MAX_UNI_SPACE && uni_parked_car + parked_car < MAX_PARKING_SPACE) begin
                    uni_parked_car <= uni_parked_car + 1;
                    uni_vacated_space <= uni_vacated_space - 1;
                end
                if (uni_parked_car < MAX_UNI_SPACE && uni_parked_car + parked_car < MAX_PARKING_SPACE) begin
                    uni_is_vacated_space <= 1;
                end else begin
                    uni_is_vacated_space <= 0;
                end
                if (parked_car < non_uni_space && uni_parked_car + parked_car < MAX_PARKING_SPACE) begin
                    is_vacated_space <= 1;
                end else begin
                    is_vacated_space <= 0;
                end
            end else if (car_exited && is_uni_car_exited) begin
                if (uni_parked_car > 0) begin
                    uni_parked_car <= uni_parked_car - 1;
                    uni_vacated_space <= uni_vacated_space + 1;
                    uni_is_vacated_space <= 1;
                end
            end else if (car_entered && !is_uni_car_entered) begin
                if (parked_car + uni_parked_car < MAX_PARKING_SPACE && parked_car < non_uni_space) begin
                    parked_car <= parked_car + 1;
                    vacated_space <= vacated_space - 1;
                end
                if (uni_parked_car < MAX_UNI_SPACE && uni_parked_car + parked_car < MAX_PARKING_SPACE) begin
                    uni_is_vacated_space <= 1;
                end else begin
                    uni_is_vacated_space <= 0;
                end
                if (parked_car < non_uni_space && uni_parked_car + parked_car < MAX_PARKING_SPACE) begin
                    is_vacated_space <= 1;
                end else begin
                    is_vacated_space <= 0;
                end
            end else if (car_exited && !is_uni_car_exited) begin
                if (parked_car > 0) begin
                    parked_car <= parked_car - 1;
                    vacated_space <= vacated_space + 1;
                    is_vacated_space <= 1;
                end
            end
        end
    end
endmodule
$ cat run.sh
#!/bin/bash
# OpenROAD 26Q1-2900-gdf79404cd8, Yosys 0.63+post, stock flow scripts
make -C /OpenROAD-flow-scripts/flow DESIGN_CONFIG=/design/flow/config.mk WORK_HOME=/design/flow/orfs finish
$ cat config.mk
export PLATFORM = sky130hd
export DESIGN_NAME = parking_management_system
export DESIGN_NICKNAME = parking_management_system
export VERILOG_FILES = /design/flow/design.v
export SDC_FILE = /design/flow/constraint.sdc
export NUM_CORES = 4
export LEC_CHECK = 1
export CORE_UTILIZATION = 30
$ cat constraint.sdc
current_design parking_management_system

set clk_period 8.3
set clk_io_pct 0.2

create_clock -name clk0 -period $clk_period [get_ports {clk}]

set non_clock_inputs [all_inputs -no_clocks]
set_input_delay [expr $clk_period * $clk_io_pct] -clock clk0 $non_clock_inputs
set_output_delay [expr $clk_period * $clk_io_pct] -clock clk0 [all_outputs]
==> results.tsv <==
metric	value	unit
hold_viol	0	
synth_area	0.005360	mm²
n_antenna_cell	0	
p_sw	0.8843	mW
start_kind	primary input	
core	0.01736	mm²
warning_count	27	
vias	3905	
timing.fmax	0.2146	GHz
reg2reg_depth	10	
combPwrFrac	52.7	%
min_delay_path_depth	1	
peakVddDrop	0.0001743	V
synthToLayoutAreaGrowth	19.00	%
edf_count	0	
power_frac_seq	31.0	%
fill_cells	1653	
io-pin-count	48	
maxCapViolCount	0	
top_cell_area_share	33.15	%
postCtsSetupRepairBufs	0	
die_w	135.7	µm
cts_resized	0	
r2r_end	vacated_space[4]	
wl_met1	5642	µm
r2r_setup_slack	4.65	ns
cts.clk_slew.worst_paths	0.07	ns
dr_wl_met3	452	µm
first_pass_iters	4	
top_area_cell	dfrtp_1	
async_reset_ff_share	100.0	%
drv_slew	0	
timing.final.crit_period	4.659	ns
swShare	38.39	%
holdCritPathClass	flip-flop to flip-flop	
drive_gt1_share	9.434	%
rows	48	
finalSetupViolCount	0	
grt_usage	12.67	%
synth.distinct_cells	50	
drt_iter0_drc	134	
overflow	0	
drtAntennaViolNets	0	
grt_pass1_vias	3695	
numCtsBuffers	9	
top_layer_used	met4	
whs_endpoint	elapsed_time_cycles[31]	
hp-start	elapsed_time_cycles[31]	
yosys.stat.seqShare	40.50	%
ctsHoldBuffers	0	
portBuffers	47	
finalClockSkew	0.009291	ns
top_cells_by_area	dfrtp_1, ha_1, dfstp_2, xnor2_1, xor2_1	
avgRoutedWirePerCell	13.42	µm
cp.arrival	4.88	ns
gp_congestion	0.9218	
crit_path_max_fanout	11	
internal_power	1.419	mW
synthCells	521	
cts_tree	done	
grt_max_degree	55	
grt_pass1_wl	18260	µm
run_status	completed	
endpoint_kind	flip-flop	
flop_cell	dfrtp_1	
slew_headroom	53.78	%
setup_tns	0	ns
drc	0	
ys_area	0.005360	mm²
vias_per_cell	4.833	
detailed_place_hpwl	7830	µm
initCoreUtil	30.88	%
period_used_share	56.13	%
critPathKind	primary input to flip-flop	
die_h	135.7	µm
fin_cells	808	
syn_avg_cell_area	10.29	µm²
p_leak	2.821	nW
ys.flops	86	
insertion_delay	0.35	ns
dp_cells	792	
root_buffer	clkbuf_16	
power.density	361.1	mW/mm²
critical_path_required	8.52	ns
rsz0062_at_grt	false	
met2WireLength	4596	µm
antenna_found_initial	0	
timing.rr.start	parked_car[1]	
p_clk_share	16.3	%
clockBufferDepth	2	
htreeDepth	3	
finalWirelength	10840	µm
yosys_warnings	1	
die_area	0.01841	mm²
worstMarginPinSlew	0.6933	ns
yosysCellCount	521	
cts_sinks	86	
[sequential cells by signal (all words and copies together), names as in the netlist]
name                  cells
vacated_space            10
uni_parked_car           10
uni_is_vacated_space      1
time_threshold            5
non_uni_space             7
uni_vacated_space        10
is_vacated_space          1
parked_car               10
elapsed_time_cycles      32
[routing by layer]
layer / vias to the layer above / track usage [%]
li1: 1968 / -
met1: 1864 / 19.89
met2: 63 / 18.96
met3: 10 / 2.329
met4: 0 / 1.561
met5: - / 0
[Yosys cell counts, drive strengths merged (8+ instances only)]
library cell,number
ha,50
o21ai,35
a21oi,26
nor2,30
a21o,12
nor3,12
xor2,29
dfrtp,71
dfstp,15
nand3,20
inv,27
and3,8
mux2,16
nand2,38
xnor2,43
[power groups by stage]
stage / Sequential (mW) / Combinational, mW / Clock [mW]
final: 0.714 / 1.21 / 0.374
after global routing: 0.733 / 1.37 / 0.405
after CTS: 0.720 / 1.22 / 0.391
[kinds of logic (layout without fill, tap and decap cells)]
| family | Yosys count | after routing | synth area share, % |
|---|---|---|---|
| AOI/OAI and AO/OA | 107 | 107 | 13.14 |
| DFF | 86 | 86 | 40.50 |
| muxes | 21 | 21 | 4.785 |
| xor gates and xnor gates | 72 | 72 | 11.76 |
| adders and majority gates | 54 | 54 | 13.17 |
| and+or+nand+nor | 148 | 148 | 13.96 |
| buffers and inverters | 32 | 92 | 2.614 |
| other | 1 | 3 | 0.06996 |
[stage by stage]
step	utilization (%)	power [mW]	setup WS (ns)	hold WS [ns]	area, µm²
2_1_floorplan	-	1.526	4.182	0.4204	5368
3_3_place_gp	35.15	1.909	3.365	0.4526	6101
3_5_place_dp	35.15	1.934	3.294	0.4582	6101
4_1_cts	36.75	2.333	3.645	0.4733	6379
5_1_grt	36.75	2.511	3.344	0.4960	6379
6_report	36.75	2.303	3.641	0.4701	6379
[cells in the final DEF (no fill, tap or decap), drive strengths merged, types with 8 or more instances in the layout]
cell           count
dfrtp             71
a21oi             26
xnor2             43
mux2              16
nor2              30
nand3             20
dfstp             15
xor2              29
ha                50
clkdlybuf4s50     47
nand2             38
a21o              12
and3               8
nor3              12
o21ai             35
inv               27
clkbuf            10
[critical path: stages]
cell	delay, ns
clkdlybuf4s50_1	0.53
nand2b_1	0.44
inv_1	0.36
ha_1	0.43
nor2b_1	0.15
o21ai_0	0.16
nand2b_1	0.11
a21o_1	0.18
a21o_1	0.19
a21o_1	0.18
a21oi_1	0.16
xnor2_1	0.08
mux2_4	0.25
[worst max path at each step]
stage,startpoint,to,slack (ns),cells past startpoint
6_report,is_uni_car_entered,vacated_space[8],3.64,13
5_1_grt,is_uni_car_entered,vacated_space[8],3.34,13
4_1_cts,is_uni_car_entered,vacated_space[8],3.64,13
[cell type report]
class	count	area, µm²	area share [%]
multi-input combinational	405	3060	47.98
sequential	86	2171	34.03
timing repair buffer	49	485.5	7.611
tap	225	281.5	4.413
clock buffer	10	229.0	3.590
inverter	27	102.6	1.608
clock inverter	6	48.80	0.7650
Power figures rest on the tool's default switching activity, not on a simulated workload.
